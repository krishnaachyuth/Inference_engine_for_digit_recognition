[flow/config.mk]
export PLATFORM = sky130hd
export DESIGN_NAME = b23_memory
export DESIGN_NICKNAME = b23_memory
export VERILOG_FILES = /design/flow/design.v
export SDC_FILE = /design/flow/constraint.sdc
export NUM_CORES = 4
export LEC_CHECK = 1
export CORE_UTILIZATION = 40
[flow/constraint.sdc]
current_design b23_memory

set clk_period 3.0
set clk_io_pct 0.2

create_clock -name clk0 -period $clk_period [get_ports {clk}]

set non_clock_inputs [all_inputs -no_clocks]
set_input_delay [expr $clk_period * $clk_io_pct] -clock clk0 $non_clock_inputs
set_output_delay [expr $clk_period * $clk_io_pct] -clock clk0 [all_outputs]
[flow/design.v]
`timescale 1ns / 1ps
module b23_memory(
    input clk,
    input signed [15:0] b23_wrdata,
    input [3:0] wr_b23addr,
	input [3:0] rd_b23addr,
    input we,
    input rd,
    output signed [15:0] b23_rddata
    );
    reg signed [15:0] mem [0:9];
    always @(posedge clk)
    begin
        if (we)
           mem[wr_b23addr] <= b23_wrdata;
    end
    assign b23_rddata = (rd)?mem[rd_b23addr]:16'h0000;
endmodule
[flow/run.sh]
#!/bin/bash
# OpenROAD 26Q1-2900-gdf79404cd8, Yosys 0.63+post, stock flow scripts
make -C /OpenROAD-flow-scripts/flow DESIGN_CONFIG=/design/flow/config.mk WORK_HOME=/design/flow/orfs finish
==> job_summary.md <==
## Implementation flow summary

| Metric | Value |
|---|---|
| Via count | `around 3300` |
| DR vias/cell | `slightly below 5` |
| Worst slack at placement | `-0.0115 ns` |
| Yosys chip area | `between 6000 and 7000 sq um` |
| Final Wtd Congestion | `roughly 0.76` |
| Post-CTS setup buffers | `0` |
| Worst path required time | `roughly 2.4 ns` |
| Worst slew pin tran | `between 0.3 and 0.4 ns` |
| PwrDens | `608 nW/um^2` |
| Io pins | `about 43` |
| TritonCTS Buffers | `17` |
| CP startpoint kind | `input pin` |
| Largest regs | `mem x160` |
| Final hold violations | `0` |
| Hold-critical path depth | `1` |
| Minimum clock period | `between 2 and 3 ns` |
| Gr ovfl total | `0` |
| Maximum vdd ir drop | `347 uV` |
| DR pass1 iterations | `6` |
| Fillers | `around 1300` |
| Crit path DAT | `about 2.1 ns` |
| Rel. slew slack | `~76%` |
| Synth Cell Area | `6520 sq um` |
| Layout cells sized above 1 | `17.0%` |
| Core area | `around 16000 sq um` |
| HPWL Detailed | `roughly 7000 microns` |
| Most flop-heavy register | `mem` |
| Area leader, netlist | `edfxtp_1` |
| Hold/Removal Path Class | `input pin to flop` |
| CTS max path bufs | `2` |
| Top cells by area | `edfxtp_1 (74%), mux2i_1 (12%), a22oi_1 (2.3%)` |
| # placed instances | `between 600 and 700` |
| Syn avg cell area | `17.3 sq um` |
| Number of remaining DRC errors | `0` |
| Tally of unique sky130hd cells used after synthesis | `22` |
| Worst-path fanout max | `28` |
| Most common cell in the netlist | `edfxtp_1` |
| CP Launch Point | `rd_b23addr[0]` |
| CTS root buf | `clkbuf_16` |
| Synth flops | `about 160` |
| EDFF count, synth | `about 160` |
| Max reg flops | `between 150 and 200` |
| Max Freq | `around 0.37 GHz` |
| Worst setup margin | `about 0.33 ns` |
| Util after Layout | `approximately half` |
| Leakage | `about 0.0027 uW` |
| Hold WS | `between 0.9 and 1 ns` |
| # rows | `between 40 and 50` |
| Post-synth seq share | `about three quarters` |
| Area Growth Syn to Fin | `19.4%` |
| Die Height | `roughly 130 microns` |
| Inserted Diodes | `0` |
| Hold wc startpoint | `b23_wrdata[14]` |
| Worst Setup Path Type | `input pin to primary output` |
| Horiz. Die Dim | `approximately 130 microns` |
| Top cells by count, synth | `edfxtp_1 (160), mux2i_1 (80), nand2_1 (33)` |
| Tool Warnings | `25` |
| Initial Util | `41.1%` |
| Max-cap violations | `0` |
| Max-slew violation count | `0` |
| Clock Sinks | `approximately 160` |
| Fin cells | `around 670` |
| Top area contributor share | `73.6%` |
| CP endpoint kind | `primary output` |
| Worst-path clk slew | `~0.060 ns` |
| Min-Delay Endpoint | `mem[6][14]$_DFFE_PP_` |
| Avg WL per Cell | `around 18 microns` |
| Main synth FF type | `edfxtp_1` |
| Synth warn | `1` |
| Total Wirelength | `12200 microns` |
| Synthesized instance count | `~380` |
| Post-CTS Hold Buffers | `0` |
| CTS tree | `built` |
| Yosys cell count | `roughly 380` |
| 1st-iter DRT viols | `roughly 180` |
| PostCTS Resize Cnt | `1` |
| FFs w/ async S/R, synth | `0%` |
| RSZ-0062 raised after global routing | `no` |
| Status | `finished clean` |
| Port Buffers | `between 40 and 50` |
| Antenna Violating Nets Remaining | `0` |
| GRT Total Usage | `between 15 and 20%` |
| CTS H-tree depth | `4` |
| Pin count of the biggest net entering global routing | `33` |
| First-pass GRT wire length | `approximately 19000 microns` |
| Full die area | `between 15000 and 20000 sq um` |
| # setup viols final | `0` |
| Final period util | `between 80 and 90%` |
| Number of global-route vias before repair | `3358` |
| Antenna violations before repair | `0` |
==> how the worst max path moves through the flow <==
stage / cells past startpoint / end
6_report: 7 / b23_rddata[11]
5_1_grt: 5 / b23_rddata[11]
4_1_cts: 7 / b23_rddata[11]
==> metal layers <==
layer	track usage (%)	share of wire, %	vias to the layer above
met1	24.2	41	1585
met2	24.8	48	133
li1	-	-	1583
met3	8.73	10	10
met4	1.92	1.2	0
met5	0	0	-
==> power by group <==
group	switching [uW]	leakage [uW]	internal, uW	total [uW]
Sequential	8.89	0.00145	2510	2520
Combinational	167	0.00103	152	319
Clock	780	0.000255	1120	1900
==> layout make-up <==
type	count	area [sq um]	share of cell area, %
sequential	160	4800	61.7
clock inverter	10	70.1	0.900
multi-input combinational	196	1530	19.7
clock buffer	22	444	5.70
tap	216	270	3.47
timing repair buffer	64	667	8.56
==> cells by family (layout without fill, tap and decap cells) <==
logic type | Yosys count | in the layout | synth area share, %
flip-flops | 160 | 160 | 73.6
AND-OR/OR-AND | 48 | 48 | 6.18
AND/OR/NAND/NOR | 68 | 68 | 4.62
multiplexers | 80 | 80 | 12.3
buffers and inverters | 21 | 96 | 3.28
==> cell usage in the layout, fill, tap and decap left out <==
cell type        count
or3b_1               1
nor2_2               7
buf_12               6
edfxtp_1           160
buf_4               16
bufinv_16            1
clkinv_1             4
a22oi_1             18
nor3_2               3
nand2_1             33
clkdlybuf4s50_1     39
a21oi_2              6
a21oi_1             10
dlymetal6s2s_1       2
clkbuf_1             5
nand3b_1             2
and2_4               1
nand2b_1             2
mux2i_1             80
a22oi_2             14
buf_6                1
clkbuf_16           17
nor2_1              17
clkinv_2             5
nor2b_1              2
==> stage by stage <==
stage | TNS (ns) | power (uW) | instance area (sq um)
after floorplan | 0 | 2740 | 6520
after global placement | 0 | 2880 | 7250
after detailed placement | -0.0115 | 2880 | 7250
after CTS | 0 | 4770 | 7770
after global routing | 0 | 4890 | 7790
final | 0 | 4730 | 7790
==> worst max-delay path, stage by stage <==
cell	delay [ns]
buf_4	0.13
buf_12	0.23
mux2i_1	0.11
a22oi_1	0.24
a21oi_1	0.11
nor2_1	0.13
clkdlybuf4s50_1	0.49
Power and IR drop assume default switching activity.
