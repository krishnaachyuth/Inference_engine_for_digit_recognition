`flow/design.v`:
```
`timescale 1ns / 1ps
module data_memory(
    input clk,
    input signed [1:0] wrdata,
    input [8:0] wraddr,
	input [8:0] rdaddr,
    input we,
    input rd,
    output signed [1:0] rddata
    );
    reg signed [1:0] mem [0:255];
    always @(posedge clk)
    begin
        if (we)
           mem[wraddr] <= wrdata;
    end
    assign rddata = (rd)?mem[rdaddr]:2'b00;
endmodule
```
`flow/run.sh`:
```
#!/bin/bash
# OpenROAD 26Q1-2900-gdf79404cd8, Yosys 0.63+post, stock flow scripts
make -C /OpenROAD-flow-scripts/flow DESIGN_CONFIG=/design/flow/config.mk WORK_HOME=/design/flow/orfs finish
```
`flow/config.mk`:
```
export PLATFORM = sky130hd
export DESIGN_NAME = data_memory
export DESIGN_NICKNAME = data_memory
export VERILOG_FILES = /design/flow/design.v
export SDC_FILE = /design/flow/constraint.sdc
export NUM_CORES = 4
export LEC_CHECK = 1
export CORE_UTILIZATION = 30
```
`flow/constraint.sdc`:
```
current_design data_memory

set clk_period 6.5
set clk_io_pct 0.2

create_clock -name clk0 -period $clk_period [get_ports {clk}]

set non_clock_inputs [all_inputs -no_clocks]
set_input_delay [expr $clk_period * $clk_io_pct] -clock clk0 $non_clock_inputs
set_output_delay [expr $clk_period * $clk_io_pct] -clock clk0 [all_outputs]
```
==> run summary <==
Flow results follow.

The final weighted congestion recorded by global placement is 0.905. The number of pins with negative max-slew slack in the final report is 0. The post-detailed-routing wire length is 50800 microns. For the final routed database, the setup TNS stands at 0 ns. For this run, the register share of the synthesized area comes to 71.7%. The number of endpoints with negative hold slack in the final report is 0. The first-pass GRT wire length is 77100 microns. For this run, the number of Yosys warnings is 1.

In this run, synthesis inferred 512 flip-flops with an integrated enable. The clock sink count is 512. The number of max-capacitance violations reported is 0. OpenROAD emitted warnings numbering 27. The static leakage is 0.00751 uW. The global routing usage summed across all routing layers is 15.0%. The total vias in the final route is 11703. Input and output buffers added on the ports amount to 22. The total clock buffers created by CTS is 53. The vertical die dimension reported for this design is ~270 microns. The highest clock rate this design can be run at is 0.165 GHz. In the synthesis report, Yosys lists the chip area as ~21000 sq um. The count of hold-fix buffers inserted at cts is 0. The class of the tightest hold or removal check is primary input to flip-flop. The number of H-tree branching levels is 2. The detailed placer's ending HPWL is 32000 microns. The register ranked first by flip-flop count is mem. STA classifies the critical path startpoint as a primary input. From left edge to right edge, the die measures 269 microns. The data arrival at the endpoint of the critical path is 4.75 ns. In the log, the iteration count for the first detailed-route pass is 7. The instance tally after logic synthesis is around 1300. The number of global-route vias before repair is 12575. For this design the ratio of total power to cell area is 286 nW/um^2. The slew at the pin closest to its max-slew limit is roughly 0.82 ns. Per the detail_route report, routed wire per instance is 21.9 microns.

The largest fanout of any net on the critical path is 17. The flow measured a signed area growth from synthesis to layout of 14.1%. The registers reported with the highest flop counts are mem (512).

In this run the count of I/O pins placed on the die edge is 25. The initial antenna violation count is 0. The register bit count reported by yosys is about 500. Across the VDD grid, the largest voltage drop is 0.221 mV. The total inserted antenna cells is 0.

The initial detailed-routing violation count is 732. The cell at the root of the clock tree is sky130_fd_sc_hd__clkbuf_16. The proportion of synthesized flip-flops having asynchronous set or reset is 0%. Setup repair after global routing left no endpoint under its margin. The core outline area is ~70000 sq um.

The placed instances occupy a cell area of 22700 sq um. The number of design rule violations left after detail routing is 0. The largest buffer count on any clock path is 3. The floorplan step defined a die boundary enclosing 72500 sq um. Per the slew report, the remaining headroom to the max-slew limit stands at a little under half. Per the post-route antenna check, the number of violating nets is 0. The synthesized netlist occupies a cell area of between 20000 and 25000 sq um. The tally of non-filler cells in the final layout is ~2300. After routing the design area is ~24000 sq um. The pin count of the biggest net entering global routing is 75. The number of cells reported by Yosys stat comes to 1310.

The endpoint kind of the worst setup timing path is a primary output. The run finished with clean final reports. The clock period could shrink to 6.05 ns. The starting utilization of the core area is 30.5%. The CTS clock-pin slew for the worst setup and hold paths is 0.06 ns. The share of cells above drive strength 1 is between 15 and 20%. The number of placed instances, taps included, is 2227. OpenROAD reports that the post-layout worst path occupies 93.1% of the period. The post-route worst hold slack is 1.18 ns. The aggregate global routing overflow is 0. The final timing report counts setup violations totalling 0.

The gate-level netlist out of Yosys references 57 unique cell types. The type of the worst setup path is primary input to primary output. The TritonCTS clock tree is done.

The data required time at the worst endpoint is 5.20 ns. Row generation in the floorplan step produced 97 rows. The register with the most flip-flops in the layout has 512 of them. The main flop type is sky130_fd_sc_hd__edfxtp_1. The via density per instance is 5.04. The buffer count from post-CTS setup fixing is 0. The average cell area after synthesis is 16.4 sq um.
cell type report:
| type | count | area [sq um] |
|---|---|---|
| Clock inverter | 35 | 324 |
| Clock buffer | 61 | 1400 |
| Inverter | 6 | 22.5 |
| Multi-Input combinational cell | 697 | 5480 |
| Fill cell | 6594 | 45900 |
| Sequential cell | 512 | 15400 |
| Tap cell | 940 | 1180 |
| Timing Repair Buffer | 72 | 686 |
cells by family (layout without fill, tap and decap cells):
kind of cell | after synthesis | in the layout | synth area share [%]
muxes | 186 | 186 | 13.6
DFF | 512 | 512 | 71.7
AOI/OAI and AO/OA | 121 | 121 | 4.31
and+or+nand+nor | 390 | 390 | 7.63
buffers and inverters | 101 | 174 | 2.73
metrics by stage:
step	power, uW	util [%]	setup WS, ns
after floorplan	3930	-	2.21
after global placement	4090	32.3	0.124
after detailed placement	4090	32.3	0.0783
after CTS	7060	34.8	0.0991
after global routing	7210	34.8	0.183
final	7010	34.8	0.448
cell usage in the layout (no fill, tap or decap), types with 16 or more instances in the layout:
cell type / n
sky130_fd_sc_hd__mux2i_1: 99
sky130_fd_sc_hd__clkbuf_16: 55
sky130_fd_sc_hd__clkdlybuf4s50_1: 16
sky130_fd_sc_hd__edfxtp_1: 512
sky130_fd_sc_hd__nand3_1: 24
sky130_fd_sc_hd__o22ai_1: 26
sky130_fd_sc_hd__o221ai_1: 30
sky130_fd_sc_hd__nor2_1: 274
sky130_fd_sc_hd__nand2_1: 35
sky130_fd_sc_hd__buf_4: 44
sky130_fd_sc_hd__mux4_2: 75
sky130_fd_sc_hd__a21oi_1: 19
final timing paths:
path	from	to	slack (ns)	cells past startpoint
worst max-delay path	rdaddr[2]	rddata[1]	0.45	9
worst min-delay path	wrdata[0]	mem[185][0]$_DFFE_PP_	1.18	1
worst max-delay path, cell delays in order:
cell	delay, ns
sky130_fd_sc_hd__dlymetal6s2s_1	0.54
sky130_fd_sc_hd__nand2b_2	0.45
sky130_fd_sc_hd__o221ai_1	0.39
sky130_fd_sc_hd__o22ai_1	0.14
sky130_fd_sc_hd__o21bai_1	0.29
sky130_fd_sc_hd__a41o_1	0.21
sky130_fd_sc_hd__nor4b_1	0.52
sky130_fd_sc_hd__a32o_1	0.39
sky130_fd_sc_hd__clkdlybuf4s50_1	0.51
synth_stat cells (6+ instances only):
cell                         n  area [sq um]
sky130_fd_sc_hd__o22ai_1    26           163
sky130_fd_sc_hd__inv_1       6          22.5
sky130_fd_sc_hd__nand2_1    35           131
sky130_fd_sc_hd__nor2_1    274          1030
sky130_fd_sc_hd__nor4_1      6          37.5
sky130_fd_sc_hd__o221ai_1   30           263
sky130_fd_sc_hd__a211oi_1    8          60.1
sky130_fd_sc_hd__nand3_1    24           120
sky130_fd_sc_hd__buf_2      12          60.1
sky130_fd_sc_hd__nor3_1     12          60.1
sky130_fd_sc_hd__a21oi_1    19          95.1
sky130_fd_sc_hd__nand4_1    10          62.6
sky130_fd_sc_hd__mux4_1      7           184
sky130_fd_sc_hd__mux4_2     75          1690
sky130_fd_sc_hd__clkbuf_1   53           199
sky130_fd_sc_hd__buf_4      12          90.1
sky130_fd_sc_hd__buf_6      12           135
sky130_fd_sc_hd__edfxtp_1  512         15400
sky130_fd_sc_hd__nor2b_1    10          62.6
sky130_fd_sc_hd__o21ai_0     7          35.0
sky130_fd_sc_hd__mux2i_1    99           991
metal layers:
| metal | up-vias | global-route usage, % | wire length (microns) |
|---|---|---|---|
| met1 | 5813 | 18.7 | 18600 |
| met2 | 588 | 22.6 | 23700 |
| met5 | - | 0 | 0 |
| met4 | 0 | 3.05 | 1200 |
| li1 | 5217 | - | - |
| met3 | 85 | 9.89 | 7310 |
what timing repair did:
item                                   in CTS  in global routing
setup endpoints to repair                   0                  1
gates resized                               0                  1
endpoints found under the hold margin       0                  0
power breakdown:
group	switching [uW]	total (uW)	internal (uW)
combinational	249	380	131
sequential	1.55	3640	3640
clock	1210	2980	1770
total	1460	7010	5540
Power and IR drop assume default switching activity.
