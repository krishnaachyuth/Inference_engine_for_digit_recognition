[./config.mk]
export PLATFORM = sky130hd
export DESIGN_NAME = b12_memory
export DESIGN_NICKNAME = b12_memory
export VERILOG_FILES = /design/flow/design.v
export SDC_FILE = /design/flow/constraint.sdc
export NUM_CORES = 4
export LEC_CHECK = 1
export CORE_UTILIZATION = 40
[./constraint.sdc]
current_design b12_memory

set clk_period 2.4
set clk_io_pct 0.2

create_clock -name clk0 -period $clk_period [get_ports {clk}]

set non_clock_inputs [all_inputs -no_clocks]
set_input_delay [expr $clk_period * $clk_io_pct] -clock clk0 $non_clock_inputs
set_output_delay [expr $clk_period * $clk_io_pct] -clock clk0 [all_outputs]
[./design.v]
`timescale 1ns / 1ps
module b12_memory(
    input clk,
    input signed [15:0] b12_wrdata,
    input [4:0] wr_b12addr,
	input [4:0] rd_b12addr,
    input we,
    input rd,
    output signed [15:0] b12_rddata 
    );
    reg signed [15:0] mem [0:19];
    always @(posedge clk)
    begin
        if (we)
           mem[wr_b12addr] <= b12_wrdata;
    end
    assign b12_rddata = (rd)?mem[rd_b12addr]:16'h0000;
endmodule
[./run.sh]
#!/bin/bash
# OpenROAD 26Q1-2900-gdf79404cd8, Yosys 0.63+post, stock flow scripts
make -C /OpenROAD-flow-scripts/flow DESIGN_CONFIG=/design/flow/config.mk WORK_HOME=/design/flow/orfs finish
==> impl_summary.log <==
[flow] collecting metrics
INFO  metric status = finished with violations
INFO  metric failing_checks = setup timing
INFO  metric grt_use_total = 17.5%
INFO  metric first_pass_iters = 4
INFO  metric critPathKind = reg2out
INFO  metric critical_path.top_delay_family = multiplexers
INFO  metric report.final.setup_viol = 3
INFO  metric endpoint_with_the_worst_hold_slack = mem[14][8]
INFO  metric coreArea = 30600 sq um
INFO  metric rsz0062_at_grt = true
INFO  metric antenna_left = 0
INFO  metric postSynthRegisterBits = 320
INFO  metric via_count_of_the_first_global_routing_pass = 6704
INFO  metric tritoncts_clock_tree = built
INFO  metric yosys_warnings = 1
INFO  metric synthDistinctLibCells = 23
INFO  metric grt_pass1_wl = 37400 um
INFO  metric top_logic_kind = multiplexers
INFO  metric critical-path-max-stage-delay = 0.49 ns
INFO  metric timing.final.hold_violations = 0
INFO  metric yosys.stat.chipArea = 12400 sq um
INFO  metric syn-mean-instance-area = 20.7 sq um
INFO  metric synth-edff-count = 320
INFO  metric die.size.x = 178 um
INFO  metric final_max_slew_viol_count = 0
INFO  metric fp-row-count = 64
INFO  metric synth.yosys.seq_area_share = 77.2%
INFO  metric design_area = 15100 sq um
INFO  metric worst_slew_margin_rel = 47.0%
INFO  metric htree_num_levels = 1
INFO  metric final_common_cell = sky130_fd_sc_hd__edfxtp_1
INFO  metric synth-async-reset-ratio = 0%
INFO  metric critical_path.endpoint_type = primary output
INFO  metric critPathBufInv = 1
INFO  metric max_ffs_per_register = 320
INFO  metric finalWeightedCongestion = 0.834
INFO  metric antenna_cells_inserted = 0
INFO  metric placed_cell_area = 14000 sq um
INFO  metric die_area = 31800 sq um
INFO  metric vias_per_cell = 5.35
INFO  metric max_cap_viol_count = 0
INFO  metric synth_xor_xnor_area_share = 0%
INFO  metric yosys-stat-cells = 601
INFO  metric global_route.overflow_total = 0
INFO  metric openroad.warnings = 27
INFO  metric timing.critical_path.from_type = flop
INFO  metric routed_len_inst = 21.4 um
INFO  metric num_io_pins = 45
INFO  metric worst_hold_path_type = in2reg
INFO  metric max_flop_register = mem
INFO  metric worst_path_setup_slack_after_routing = -0.0110 ns
INFO  metric post-route-period-util = 100%
INFO  metric mappedNetlistArea = 12400 sq um
INFO  metric fmax = 415 MHz
INFO  metric ir_worst_vdd = 0.000989 V
INFO  metric n_fill_cell = 2437
INFO  metric cts_root_buf = sky130_fd_sc_hd__clkbuf_16
INFO  metric fp-utilization = 40.7%
INFO  metric ys_sh_aoi = 2.90%
INFO  metric ctsLongestPathBuffers = 3
INFO  metric crit_chain = mux4_2, mux2i_2, o211ai_1, buf_2
INFO  metric synth_cells = 601
INFO  metric cts_made_buffers = 31
INFO  metric drc = 0
INFO  metric worst_setup_hold_path_clk_slew = 0.06 ns
INFO  metric pwr_density_cell = 780 nW/um^2
INFO  metric num_vias = 6079
INFO  metric detailedPlacementHpwl = 16400 um
INFO  metric finalWirelength = 24400 um
INFO  metric pin_count_of_the_biggest_net_entering_global_routing = 27
INFO  metric number_of_antenna_violations_at_the_first_check_in_global_routing = 0
INFO  metric finalSetupTns = -0.0300 ns
INFO  metric die_h = 178 um
INFO  metric synthFlopType = sky130_fd_sc_hd__edfxtp_1
INFO  metric adder_share = 0%
INFO  metric worst-endpoint-required = 1.92 ns
INFO  metric cts-hold-fix-buffers = 0
INFO  metric muxShareOfSynthArea = 15.2%
INFO  metric numClockSinks = 320
INFO  metric top_regs = mem x320
INFO  metric io_buffer_count = 44
INFO  metric final_core_utilization = 49.4%
INFO  metric arrival_time_reported_for_the_critical_path_endpoint = 1.93 ns
INFO  metric critPathSlowestCell = sky130_fd_sc_hd__mux4_2
INFO  metric final.min_clock_period = 2.41 ns
INFO  metric startpoint_of_the_most_critical_hold_path = b12_wrdata[8]
INFO  metric dr.first_iter.drc_count = 372
INFO  metric layout_area_overhead = 21.3%
INFO  metric synth.cellmix.simpleShare = 2.74%
INFO  metric worst-path-max-fanout = 1
INFO  metric lay_top_cells = sky130_fd_sc_hd__edfxtp_1 (320), sky130_fd_sc_hd__mux2i_1 (70), sky130_fd_sc_hd__mux4_2 (48), sky130_fd_sc_hd__buf_4 (45)
INFO  metric worst_pin_slew = 0.792 ns
INFO  metric post_route_cells_drive_above_1_share = 27.5%
INFO  metric holdPathStages = 2
INFO  metric p_leak = 5.01 nW
==> per-layer routing <==
layer | GRT usage, % | up-vias | part of all wire [%]
met5 | 0 | - | 0
met4 | 2.75 | 0 | 1.7
met3 | 10.6 | 31 | 12
met2 | 27.5 | 327 | 51
met1 | 22.1 | 2987 | 35
li1 | - | 2734 | -
==> worst max path at each step <==
stage / from / end / depth (start not counted)
after CTS: mem[7][14] / b12_rddata[14] / 4
after global routing: mem[7][0] / b12_rddata[0] / 5
final: mem[3][13] / b12_rddata[13] / 4
==> logic make-up after synthesis <==
kind of cell	after synthesis
buf+inv	36
simple gates	69
flops	320
compound gates	48
mux	128
==> synth_stat cells (3+ instances only) <==
library cell / count / share of area [%]
sky130_fd_sc_hd__nor2_1: 23 / 0.69
sky130_fd_sc_hd__mux4_2: 46 / 8.3
sky130_fd_sc_hd__o211ai_1: 16 / 0.97
sky130_fd_sc_hd__buf_6: 3 / 0.27
sky130_fd_sc_hd__nand3_1: 33 / 1.3
sky130_fd_sc_hd__edfxtp_1: 320 / 77
sky130_fd_sc_hd__clkbuf_1: 6 / 0.18
sky130_fd_sc_hd__nand3b_1: 3 / 0.18
sky130_fd_sc_hd__mux2i_1: 80 / 6.4
sky130_fd_sc_hd__a22oi_1: 32 / 1.9
sky130_fd_sc_hd__buf_2: 12 / 0.48
sky130_fd_sc_hd__buf_4: 10 / 0.60
==> per-stage QoR <==
step	std cells	power, W	setup WS (ns)	hold WS [ns]
4_1_cts	1135	0.0119	-0.0899	0.713
6_report	1137	0.0118	-0.0110	0.730
2_1_floorplan	601	0.00667	0.286	0.579
3_5_place_dp	1075	0.00703	-0.590	1.29
3_3_place_gp	1075	0.00701	-0.530	1.29
5_1_grt	1137	0.0121	-0.120	0.755
==> layout make-up <==
cell class | count | area [sq um] | share of cell area (%)
clock buffer | 36 | 795 | 5.26
clock inverter | 20 | 244 | 1.62
multi-input combinational | 245 | 2660 | 17.6
tap | 396 | 495 | 3.28
timing repair buffer | 120 | 1290 | 8.57
sequential | 320 | 9610 | 63.6
==> report_power, final <==
part           switching, W  leakage (nW)  internal, W  total, W
Sequential        0.0000137          2.88      0.00622   0.00623
Clock               0.00196         0.500      0.00291   0.00487
Combinational      0.000355          1.63     0.000327  0.000682
Total               0.00232          5.01      0.00946    0.0118
==> timing repair <==
action | 4_1_cts | 5_1_grt
cloned | 0 | 2
pin swaps | 15 | 14
endpoints found under the hold margin | 0 | 0
setup endpoints to repair | 16 | 15
setup buffers | 5 | 0
resized | 69 | 8
No activity file was given, so power comes from the tool's default toggle rates.
